==> flow/run.sh <==
#!/bin/bash
# OpenROAD 26Q1-2900-gdf79404cd8, Yosys 0.63+post, stock flow scripts
make -C /OpenROAD-flow-scripts/flow DESIGN_CONFIG=/design/flow/config.mk WORK_HOME=/design/flow/orfs finish
==> flow/config.mk <==
export PLATFORM = sky130hd
export DESIGN_NAME = decoder4_16
export DESIGN_NICKNAME = decoder4_16
export VERILOG_FILES = /design/flow/design.v
export SDC_FILE = /design/flow/constraint.sdc
export NUM_CORES = 4
export LEC_CHECK = 1
export CORE_AREA = 10 10 70 70
export DIE_AREA = 0 0 80 80
==> flow/constraint.sdc <==
current_design decoder4_16

set clk_period 2.6
set clk_io_pct 0.2

create_clock -name clk0 -period $clk_period

set non_clock_inputs [all_inputs -no_clocks]
set_input_delay [expr $clk_period * $clk_io_pct] -clock clk0 $non_clock_inputs
set_output_delay [expr $clk_period * $clk_io_pct] -clock clk0 [all_outputs]
==> flow/design.v <==
module decoder4_16 (
  input wire [3:0]in,
  input wire en,
  output reg [15:0]out);
  always@(*)
    begin
      if(en)
        begin
          out = 16'b0;
          out[in] = 1'b1;
        end
      else
        begin
          out = 16'b0;
        end
    end
endmodule
==> results.toml <==
# yosys + openroad results
[outcome]
status = "complete, no violations"

[setup_path]
critPathLaunch = "in[0]"
worstPathMaxFanout = 6
critical_path_required_ps = 2080
cp.arrival_ps = 2020
crit_type = "in -> out"
cp-end-kind = "output pin"
cp-start-kind = "input port"

[cells_and_area]
clock_buffers = 0
fin_util_pct = 21.9
final_cells = 130
synthToLayoutAreaGrowth_pct = 150
layout-drive-gt1-share_pct = 36.9
numSequentialCells = 0
regArea_um2 = 0

[hold_path]
holdCritStartpoint = "in[2]"
hold_path.class = "in -> out"

[final_timing]
period_used_pct = 97.6
rsz0062_at_grt = "yes"
hold_violations = 0
fin_crit_ps = 2540
clock.fmax_ghz = 0.394
layout_setup_ws_ps = 61.7
worstMarginPinSlew_ps = 312
slew_viol_final = 0
final-setup-viol-count = 0
relSlewSlack_pct = 79.2

[global_route]
grt_max_degree = 9
grt-ovfl-total = 0
grt_util_all_layers_pct = 3.95
grt_pass1_vias = 442
grt_pass1_wl_um = 2140
antenna_found_initial = 0

[placement]
dp_hpwl_um = 1180
place_inst = 129
port_buffers = 21
dp_slack_ps = -318
place_congestion = 0.787

[routing]
post_drt_wl_per_cell_um = 10.6
via_per_inst = 3.69
top_layer_used = "met3"
met3WireLength_um = 121
antenna_cells = 0
drt-initial-drc-count = 8
drc = 0
wl_met2_um = 587
routed_wl_um = 1370
drt-met1-wl_um = 664
num_vias = 480
dr.pass1.iters = 6
detail-route-antenna-nets = 0

[floorplanning]
die_area_um2 = 6400
core_area_um2 = 3420
die_x_um = 80
rows = 21
ios = 21
fp_util_pct = 8.75
die_y_um = 80

[synthesis]
synthTopLogicFamily = "simple AND/OR/NAND/NOR gates"
ys_warn_count = 1
avgSynthCellArea_um2 = 6.23
fa_ha_area_share_pct = 16.7
yosysUniqueCellTypes = 19
synthCells = 48
ys_sh_simple_pct = 42.7
syn_area_um2 = 299
ys_sh_mux_pct = 0
aoi_share_pct = 34.3
synth_seq_share_pct = 0
xor_area_share_pct = 0
yosys-stat-cells = 48
synth.yosys.chip_area_um2 = 299

[pwr]
finalPower_uw = 81.7
leakagePower_uw = 0.000317
irDropWorstVdd_mv = 0.0330
power_density_nw_per_um2 = 109

[job]
warning_count = 36
maxCapViolCount = 0

[clocking]
hold_buffers = 0
-- power breakdown --
| group | internal [uW] | switching [uW] | leakage [uW] |
|---|---|---|---|
| registers | 0 | 0 | 0 |
| logic | 43.1 | 38.6 | 0.000317 |
| clock network | 0 | 0 | 0 |
-- cells in the final DEF (no fill, tap or decap), drive strengths merged --
cell type and count:
nor3 2, o32ai 2, nand2 6, nor3b 1, a21oi 4, dlymetal6s2s 3
inv 2, clkdlybuf4s50 13, o21ai 2, a31oi 3, o21a 1, o31ai 1
nand3 3, buf 16, nor2 12, dlygate4sd2 5, and3b 1, o2111ai 1
or3 1, nor2b 1, ha 4
-- layer usage --
| metal | vias up | global-route usage, % |
|---|---|---|
| li1 | 250 | - |
| met1 | 215 | 5.80 |
| met2 | 15 | 6.18 |
| met3 | 0 | 0.682 |
| met4 | 0 | 0 |
| met5 | - | 0 |
-- cell usage after synthesis --
cell        n  area, um2
o31ai_1     1       7.51
o32ai_1     2       17.5
nand3_1     3       15.0
nor2_1     12       45.0
a31oi_2     2       25.0
ha_1        4       50.1
nor3b_1     1       7.51
and3b_2     1       10.0
buf_6       1       11.3
nor3_1      2       10.0
nand2_1     6       22.5
a21oi_1     4       20.0
a31oi_1     1       6.26
o21ai_0     2       10.0
o2111ai_1   1       8.76
nor2b_1     1       6.26
inv_1       2       7.51
o21a_1      1       7.51
or3_4       1       11.3
-- per-stage QoR --
stage | instance area (um2) | hold slack [ps] | setup TNS (ps)
floorplan | 299 | 1130 | 0
global route | 748 | 1670 | -29.8
detailed placement | 668 | 2170 | -4230
finish | 748 | 1610 | 0
CTS | 728 | 1960 | 0
global placement | 668 | 2150 | -3920
-- timing repair --
action	CTS	global route
gates cloned	0	0
pin swaps	1	2
gates resized	21	4
buffers inserted	0	1
setup endpoints to repair	16	12
-- logic make-up after synthesis --
group / Yosys count
AND/OR/NAND/NOR: 27
AND-OR/OR-AND: 14
adder cells (fa/ha/maj): 4
buffers and inverters: 3
-- worst paths after layout --
check                     end  slack (ps)  cells past startpoint
worst min-delay path  out[13]        1610                      4
worst max-delay path  out[15]          60                      8
-- cell type report --
cell class,count,area [um2]
fill,378,2670
inverter,2,7.51
multi-input combinational,45,352
tap,46,57.6
timing repair buffer,37,332
-- worst max-delay path: stages --
cell and delay, ps:
dlygate4sd2_1 250, inv_2 80, ha_4 180, nor2b_4 150, buf_4 130, o2111ai_1 110, o31ai_1 80, clkdlybuf4s50_1 500
Power is estimated from default activity; no workload was simulated.
