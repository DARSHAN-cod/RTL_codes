### design/flow/design.v
module bcd_adder(
    input  [3:0] a, b,
    input        cin,
    output [3:0] sum,
    output       cout
);
    wire [4:0] bin_sum;    
    wire       correction; 
    wire [4:0] corrected_sum;
    assign bin_sum = a + b + cin;
    assign correction = (bin_sum > 9);
    assign corrected_sum = correction ? (bin_sum + 6) : bin_sum;
    assign sum  = corrected_sum[3:0];
    assign cout = corrected_sum[4];
endmodule
### design/flow/run.sh
#!/bin/bash
# OpenROAD 26Q1-2900-gdf79404cd8, Yosys 0.63+post, stock flow scripts
make -C /OpenROAD-flow-scripts/flow DESIGN_CONFIG=/design/flow/config.mk WORK_HOME=/design/flow/orfs finish
### design/flow/config.mk
export PLATFORM = sky130hd
export DESIGN_NAME = bcd_adder
export DESIGN_NICKNAME = bcd_adder
export VERILOG_FILES = /design/flow/design.v
export SDC_FILE = /design/flow/constraint.sdc
export NUM_CORES = 4
export LEC_CHECK = 1
export CORE_AREA = 10 10 70 70
export DIE_AREA = 0 0 80 80
### design/flow/constraint.sdc
current_design bcd_adder

set clk_period 4.9
set clk_io_pct 0.2

create_clock -name clk0 -period $clk_period

set non_clock_inputs [all_inputs -no_clocks]
set_input_delay [expr $clk_period * $clk_io_pct] -clock clk0 $non_clock_inputs
set_output_delay [expr $clk_period * $clk_io_pct] -clock clk0 [all_outputs]
==> GITHUB_STEP_SUMMARY <==
## Implementation flow summary

| Metric | Value |
|---|---|
| Core area | `0.00342 mm^2` |
| Critical path cell sequence | `clkdlybuf4s50_1 -> fa_2 -> fa_2 -> inv_1 -> ha_1 -> nor2b_1 -> a31o_2 -> o31ai_4 -> xnor2_1 -> clkdlybuf4s50_1` |
| Flop count | `0` |
| Antenna Nets Post-Route | `0` |
| Fin. max-slew vios | `0` |
| Crit path kind | `primary input to output port` |
| CP Data Required Time | `approximately 3900 ps` |
| Actual slew at the worst max-slew pin | `482 ps` |
| CP max stage cell | `fa_2` |
| Final WL | `703 um` |
| Buffers on Ports | `14` |
| Adders+Majority by Area | `between 30% and 40%` |
| FP Rows | `21` |
| CP max FO | `3` |
| Share of cells above drive strength 1 | `about a quarter` |
| Pint | `a little under 60 uW` |
| Area reported by Yosys stat | `between 200 and 250 um^2` |
| Most numerous logic cells after layout | `11 x clkdlybuf4s50_1, 6 x buf_4, 4 x ha_1` |
| Cell Type Count | `16` |
| First-pass GRT wire length | `about 1100 um` |
| Fin. Hold Viols | `0` |
| Leakage | `approximately 0.22 nW` |
| Setup WS pre-CTS | `-68.8 ps` |
| Max Fclk | `approximately 210 MHz` |
| Vias in the first global route | `258` |
| Max-slew headroom | `slightly below 70%` |
| Die area | `between 0.006 and 0.007 mm^2` |
| Clk pwr share | `0%` |
| Antenna Cells | `0` |
| Switch Pwr | `roughly 32 uW` |
| Yosys cell count | `26` |
| Peak supply drop | `between 0.02 and 0.03 mV` |
| CP peak stage delay | `between 500 and 600 ps` |
| Detailed placement HPWL | `around 640 um` |
| Power per cell area | `180 mW/mm^2` |
| Post-Syn Area | `about 250 um^2` |
| Final worst slack | `138 ps` |
| Worst path arrival time | `3780 ps` |
| Register area share after synthesis | `0%` |
| Hold WC Path Type | `primary input to output port` |
| Storage cell area | `0 um^2` |
| Overall via count from detail_route | `roughly 280` |
| MUX share of area | `about 8%` |
| Die X | `around 80 um` |
| Commonest non-fill, non-tap cell in the layout | `clkdlybuf4s50_1` |
| OpenROAD warning count | `32` |
| Initial antenna violation count | `0` |
| Top comb family, area | `adder cells` |
| Fill count | `roughly 380` |
| Avg Vias per Cell | `3.03` |
| # IOs | `14` |
| Yosys warning count | `0` |
| Overflow after GRT | `0` |
| CP Capture Type | `output port` |
| Hold_buf cts | `0` |
| Status | `finished, final reports clean` |
| Yosys simple share | `under 10%` |
| Initial DRT Pass Iterations | `2` |
| Post-Syn Instances | `26` |
| And-or/or-and share of the synthesized area | `36.2%` |
| Wire length per cell | `~7.6 um` |
| Sequential share of power | `0%` |
| Total GRT Usage | `under 10%` |
| Clock buffer count | `0` |
| Final period utilization | `between 90% and 100%` |
| Layout area overhead | `103%` |
| Combinational fraction of design power | `100.0%` |
| Sw frac | `between 30% and 40%` |
| Startpoint Class | `primary input` |
| Final setup fails | `0` |
| Initial Util | `under 10%` |
| Maxcap violations | `0` |
| Post-layout min period | `roughly 4800 ps` |
| Die Y | `roughly 80 um` |
| Placer Congestion | `about 0.74` |
| Hold slack | `2780 ps` |
| Avg Inst Size Synth | `9.58 um^2` |
| Drt drc | `0` |
| 1st-iter DRT viols | `10` |
| Largest net degree at the start of global routing | `5` |
| Yosys xor share | `just over 7%` |
-- cell usage after synthesis --
cell,n,area [um^2]
a2111oi_2,1,15.0
a211o_1,1,8.76
a211oi_1,1,7.51
a21o_1,1,7.51
a21oi_1,3,15.0
a31o_2,1,8.76
and3_1,1,6.26
fa_1,2,40.0
ha_1,4,50.1
inv_1,2,7.51
mux2i_1,2,20.0
nand3_1,1,5.00
nor2b_1,2,12.5
o22ai_1,1,6.26
o31ai_4,1,21.3
xnor2_1,2,17.5
-- metal layers --
metal | GRT usage (%) | vias to the layer above | wire [um]
li1 | - | 142 | -
met4 | 0 | 0 | 0
met1 | 2.47 | 131 | 299
met3 | 0.227 | 0 | 33
met2 | 3.45 | 6 | 370
met5 | 0 | - | 0
-- final cells by class --
cell class                 instances  area [um^2]  area share, %
timing repair buffer              20          193           38.2
multi-input combinational         24          246           48.9
inverter                           2         7.51           1.49
tap                               46         57.6           11.4
-- per-stage QoR --
step / utilization (%) / area, um^2 / total power [mW] / TNS [ps] / instances
after detailed placement: 14.0 / 477 / 0.0904 / -109 / 90
after global placement: 14.0 / 477 / 0.0892 / -81.7 / 90
after global routing: 14.8 / 504 / 0.102 / -8.27 / 92
after CTS: 14.1 / 482 / 0.0914 / 0 / 90
final: 14.8 / 504 / 0.0909 / 0 / 92
after floorplan: - / 249 / 0.0421 / 0 / 26
-- power groups by stage --
stage	sequential, mW	clock (mW)	combinational (mW)
6_report	0	0	0.0909
5_1_grt	0	0	0.102
4_1_cts	0	0	0.0914
-- final timing paths --
path | slack [ps] | start | end | cells after the start
max | 140 | b[0] | sum[1] | 10
min | 2780 | cin | sum[0] | 3
-- worst max-delay path: cells and delay by family --
kind	cells	cell delay (ps)
buffers and inverters	3	960
xor gates and xnor gates	1	140
adders and majority gates	3	1080
AOI/OAI and AO/OA	2	490
and+or+nand+nor	1	130
-- timing repair --
| item | 4_1_cts | 5_1_grt |
|---|---|---|
| setup endpoints to repair | 2 | 4 |
| resized | 2 | 3 |
| pin swaps | 0 | 2 |
| buffers inserted | 0 | 2 |
| hold endpoints to repair | 0 | 0 |
-- cells by family after synthesis --
| family | after synthesis |
|---|---|
| AND-OR/OR-AND | 10 |
| AND/OR/NAND/NOR | 4 |
| adder cells (fa/ha/maj) | 6 |
| XOR/XNOR | 2 |
| multiplexers | 2 |
| buffers and inverters | 2 |
Power is estimated from default activity; no workload was simulated.
