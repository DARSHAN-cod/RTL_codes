`./run.sh`:
```
#!/bin/bash
# OpenROAD 26Q1-2900-gdf79404cd8, Yosys 0.63+post, stock flow scripts
make -C /OpenROAD-flow-scripts/flow DESIGN_CONFIG=/design/flow/config.mk WORK_HOME=/design/flow/orfs finish
```
`./design.v`:
```
module leading_zero_counter(
    input  [7:0] in,
    output reg [3:0] count
);
    integer i;
    reg stop;
    always @(*) begin
        count = 0;
        stop  = 0;
        for(i = 7; i >= 0; i = i - 1) begin
            if (!stop) begin
                if(in[i] == 1'b0)
                    count = count + 1;
                else
                    stop = 1;  
            end
        end
    end
endmodule
```
`./constraint.sdc`:
```
current_design leading_zero_counter

set clk_period 2.8
set clk_io_pct 0.2

create_clock -name clk0 -period $clk_period

set non_clock_inputs [all_inputs -no_clocks]
set_input_delay [expr $clk_period * $clk_io_pct] -clock clk0 $non_clock_inputs
set_output_delay [expr $clk_period * $clk_io_pct] -clock clk0 [all_outputs]
```
`./config.mk`:
```
export PLATFORM = sky130hd
export DESIGN_NAME = leading_zero_counter
export DESIGN_NICKNAME = leading_zero_counter
export VERILOG_FILES = /design/flow/design.v
export SDC_FILE = /design/flow/constraint.sdc
export NUM_CORES = 4
export LEC_CHECK = 1
export CORE_AREA = 10 10 70 70
export DIE_AREA = 0 0 80 80
```
==> impl_summary.log <==
[flow] collecting metrics
INFO  metric outcome = complete, but fails checks
INFO  metric violated_checks = setup timing
INFO  metric total_global_routing_track_utilization = 0.0376
INFO  metric synth_simple_gate_area_share = 0.428
INFO  metric fp.dieH = 80 um
INFO  metric topCellsByArea = sky130_fd_sc_hd__ha_1 (16%), sky130_fd_sc_hd__mux2i_1 (13%), sky130_fd_sc_hd__nor2_1 (8.4%), sky130_fd_sc_hd__nand2_1 (7.2%), sky130_fd_sc_hd__a21oi_1 (6.4%)
INFO  metric largest_net_degree_at_the_start_of_global_routing = 6
INFO  metric power_density_relative_to_cell_area = 134 nW/um2
INFO  metric timing.final.crit_share = 1.46
INFO  metric synth.yosys.chip_area = 313 um2
INFO  metric synth_compound_gate_area_share = 0.232
INFO  metric nFillCells = 362
INFO  metric top_area_frac = 0.160
INFO  metric netlist_logic_family_top = simple AND/OR/NAND/NOR gates
INFO  metric floorplan.initialDensity = 0.0916
INFO  metric syn_inst = 48
INFO  metric achievable-frequency = 244 MHz
INFO  metric synth-seq-area-share = 0
INFO  metric timing.max_slew.rel_slack = 0.833
INFO  metric timing.critical_path.mode_cell = sky130_fd_sc_hd__mux2i_1
INFO  metric endpoint_kind = primary output
INFO  metric startpoint_type = input port
INFO  metric ant_nets = 0
INFO  metric detail_route.vias_per_cell = 3.66
INFO  metric vdd_ir_drop_max = 0.0322 mV
INFO  metric worst-path-buf-inv = 3
INFO  metric num_antenna_cells = 0
INFO  metric nFlopsAndLatches = 0
INFO  metric via_count_of_the_first_global_routing_pass = 482
INFO  metric yosysUniqueCellTypes = 21
INFO  metric final.clkbuf_count = 0
INFO  metric timing_worst_slew_pin_value = 0.249 ns
INFO  metric grt_pass1_wl = 2090 um
INFO  metric cp_top_family = adder cells
INFO  metric design.die.area = 6400 um2
INFO  metric tool_warnings = 35
INFO  metric final-setup-viol-count = 3
INFO  metric timing.critical_path.slowest_cell_delay = 0.47 ns
INFO  metric rows = 21
INFO  metric timing.final.ws_setup = -1.30 ns
INFO  metric netlist_area = 313 um2
INFO  metric core = between 3000 and 4000 um2
INFO  metric port_buffers = 12
INFO  metric layout.cells.most_common = sky130_fd_sc_hd__buf_4
INFO  metric hold_violations = 0
INFO  metric min-delay-path-class = input port to primary output
INFO  metric crit_path_max_fanout = 3
INFO  metric critical_path_required = 2.24 ns
INFO  metric pre_cts_slack = -2.31 ns
INFO  metric detailedRoute.firstPassIterationCount = 4
INFO  metric final-seq-area = 0 um2
INFO  metric worst-endpoint-arrival = approximately 3.5 ns
INFO  metric area.combinational = 428 um2
INFO  metric drt-wirelength-per-cell = between 9 and 10 um
INFO  metric fp.dieW = 80 um
INFO  metric detail_route.iter0.violations = 13
INFO  metric cells_along_the_critical_path = buf_12 > inv_8 > a21oi_2 > ha_1 > nor2b_4 > o31a_1 > ha_4 > nand3_4 > nand2_4 > ha_4 > mux2i_1 > o21ai_1 > ha_2 > or4b_4 > o21ai_4 > mux2i_1 > mux2i_1 > buf_2
INFO  metric total_power = 0.108 mW
INFO  metric flow.area_growth_from_synthesis = 158%
INFO  metric synth_area_per_cell = between 6 and 7 um2
INFO  metric post_route_cells_drive_above_1_share = 0.593
INFO  metric final.hold.worst_slack = 1.70 ns
INFO  metric design.portCount = 12
INFO  metric detailed_place_hpwl = 916 um
INFO  metric post-route-drc-count = 0
INFO  metric grt_antenna_before_repair = 0
INFO  metric synth_top_cell_by_area = sky130_fd_sc_hd__ha_1
INFO  metric final_core_utilization = 0.236
INFO  metric layout.cells.most_common_list = sky130_fd_sc_hd__buf_4 (26), sky130_fd_sc_hd__nor2_1 (5), sky130_fd_sc_hd__mux2i_1 (4)
INFO  metric p_leak = 0.345 nW
INFO  metric num_vias = 483
INFO  metric yosys_warnings = 1
INFO  metric cts_hold_buffers = 0
INFO  metric synth-cells-yosys = between 40 and 50
INFO  metric gpl_wtd_cong = 0.881
INFO  metric grt_setup_unrepaired = yes
INFO  metric globalRoute.totalOverflow = 0
INFO  metric critical_path_class = input port to primary output
INFO  metric max_cap_violations = 0
INFO  metric yosys.area_share.xor_xnor = 0.0280
INFO  metric mux_share = 0.128
INFO  metric drv_slew = 0
INFO  metric finalWorstPathRequiredPeriod = 4.10 ns
INFO  metric postRouteWirelength = 1280 um
INFO  metric post_synth_fa_ha_maj_area_fraction = 0.160
INFO  metric slowest_stage = sky130_fd_sc_hd__or4b_4
path summary, 6_finish.rpt:
kind,startpoint,end,slack (ns),cells after the start
worst min-delay path,in[5],count[2],1.70,6
worst max-delay path,in[6],count[2],-1.30,18
per-stage QoR:
stage | instance area (um2) | setup TNS (ns) | std cells
3_3_place_gp | 647 | -6.68 | 125
2_1_floorplan | 327 | -2.23 | 48
6_report | 806 | -3.11 | 132
4_1_cts | 701 | -3.69 | 132
3_5_place_dp | 647 | -6.76 | 125
5_1_grt | 806 | -3.61 | 132
Yosys cell counts:
cell                       number
sky130_fd_sc_hd__nor2_1         7
sky130_fd_sc_hd__nand2_1        6
sky130_fd_sc_hd__a21oi_1        4
sky130_fd_sc_hd__ha_1           4
sky130_fd_sc_hd__mux2i_1        4
sky130_fd_sc_hd__o21ai_0        3
sky130_fd_sc_hd__a21o_1         2
sky130_fd_sc_hd__inv_1          2
sky130_fd_sc_hd__nand2b_1       2
sky130_fd_sc_hd__nor2b_1        2
sky130_fd_sc_hd__or4b_1         2
sky130_fd_sc_hd__a31oi_1        1
sky130_fd_sc_hd__nand3_1        1
sky130_fd_sc_hd__nor4_1         1
sky130_fd_sc_hd__o211ai_1       1
sky130_fd_sc_hd__o31a_1         1
sky130_fd_sc_hd__or2_2          1
sky130_fd_sc_hd__or2b_1         1
sky130_fd_sc_hd__or3_1          1
sky130_fd_sc_hd__or3b_1         1
sky130_fd_sc_hd__xnor2_1        1
area by class of cell:
class / instances / area share
Inverter: 2 / 0.0186
Multi-Input combinational cell: 46 / 0.531
Tap cell: 46 / 0.0714
Timing Repair Buffer: 38 / 0.379
timing repair:
item / CTS / global route
pin swaps: 17 / 13
endpoints found under the setup margin: 4 / 4
setup buffers: 8 / 1
resized: 36 / 20
endpoints found under the hold margin: 0 / 0
power by group:
group / switching [mW] / internal, mW
Combinational: 0.0434 / 0.0644
Sequential: 0 / 0
Clock: 0 / 0
Total: 0.0434 / 0.0644
per-layer routing:
metal  share of wire  track usage  up-vias
met5               0            0        -
met1            0.52       0.0560      216
met2            0.40       0.0570       14
met3           0.078      0.00795        0
met4               0            0        0
li1                -            -      253
kinds of logic after synthesis:
group,Yosys count
adders and majority gates,4
buffers and inverters,2
and+or+nand+nor,25
xor gates and xnor gates,1
AOI/OAI and AO/OA,12
muxes,4
No activity file was given, so power comes from the tool's default toggle rates.
